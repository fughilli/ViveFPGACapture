==> design.v <==
module capture_center (
    input clk,
    input rst,   
    input signal,
    input clr_ready,
    input [WIDTH - 1:0] counter,
    output reg [WIDTH - 1:0] center_out,
    output reg ready
  );
  parameter WIDTH = 32;
  reg [WIDTH - 1:0] center_buffer;
  reg signal_d;
  always @(posedge clk) begin
    if (rst) begin
      center_out <= 0;
      ready <= 0;
      signal_d <= 0;
    end else begin
      if (clr_ready) begin
        ready <= 0;
      end else begin
        if (!signal && signal_d) begin  
          center_out <= (center_buffer + counter) / 2;
          ready <= 1;
        end
        if (signal && !signal_d) begin  
          center_buffer <= counter;
          ready <= 0;
        end
        signal_d <= signal;
      end
    end
  end
endmodule
module locktimer (
    input clk,   
    input rst,   
    input sync_pulse,  
    output [WIDTH - 1 : 0] count_out,
    output reg out,
    output wire mask_out,
    output wire back_porch,
    output wire front_porch,
    output wire locked_out
  );
  parameter WIDTH = 32;
  parameter DIV = 2;
  parameter PERIOD = 1000;
  parameter DUTY_CYCLE = 10;
  parameter __DIV_C = 8'b01 << DIV;
  parameter __FZ_MARK = DUTY_CYCLE * 2;
  parameter __CZ_MARK = PERIOD - (__FZ_MARK);
  parameter LOCKED_MAX = 5'b11111;
  parameter LOCKED_THRESH = LOCKED_MAX / 2;
  parameter LOCKED_PHASE_THRESH = DUTY_CYCLE / 4;
  parameter PHASE_CENTER_ADJ = DUTY_CYCLE / 4;
  reg signed [WIDTH - 1 : 0] count;
  reg [7 : 0] div_count;
  reg [4 : 0] locked;
  reg signed [WIDTH - 1 : 0] fz_count;
  reg signed [WIDTH - 1 : 0] cz_count;
  reg signed [WIDTH - 1 : 0] bz_count;
  reg signed [WIDTH - 1 : 0] phase_offset;
  wire sync_pulse_p;
  always @(posedge clk) begin
    if (rst) begin
      count <= 0;
      div_count <= 0;
      out <= 0;
      locked <= 0;
    end else begin
      div_count <= ((div_count + 8'b01) == __DIV_C) ? (0) : (div_count + 1);
      if(div_count == 0) begin
        if (count >=  (PERIOD - 1)) begin
          phase_offset <= (((bz_count - fz_count) / 2) +
                           (cz_count ? PHASE_CENTER_ADJ : 0));  
          out <= 1;
          count <= phase_offset;
          if(phase_offset < LOCKED_PHASE_THRESH && phase_offset > -LOCKED_PHASE_THRESH) begin
            if(locked < LOCKED_MAX) begin
              locked <= locked + 1;
            end
          end else begin
            if(locked > 0) begin
              locked <= locked - 1;
            end
          end
          fz_count <= 0;
          cz_count <= 0;
          bz_count <= 0;
        end else begin
          count <= count + 1;
          out <= 0;
        end
        if (sync_pulse_p) begin
          if (count < (__FZ_MARK - 1)) begin
            fz_count <= fz_count + 1;
          end else if (count < (__CZ_MARK - 1)) begin
            cz_count <= cz_count + 1;
          end else begin
            bz_count <= bz_count + 1;
          end
        end
      end
    end
  end
  assign sync_pulse_p = (locked > LOCKED_THRESH) ? (sync_pulse & ~mask_out) : (sync_pulse);
  assign locked_out = (locked > LOCKED_THRESH);
  assign mask_out = ((count >= (__FZ_MARK + DUTY_CYCLE - 1)) && (count < (__CZ_MARK - DUTY_CYCLE - 1)));
  assign back_porch = (count >= (__CZ_MARK - 1));
  assign front_porch = (count <= (__FZ_MARK - 1));
  assign count_out = count;
endmodule
module mojo_top (
    input clk,
    input rst_n,
    output reg [7:0] led,
    input cclk,
    output reg spi_miso,
    input spi_ss,
    input spi_mosi,
    input spi_sck,
    output reg [3:0] spi_channel,
    input avr_tx,
    output reg avr_rx,
    input avr_rx_busy,
    input sens_F,
    input sens_C,
    input sens_L,
    input sens_R,
    output reg [7:0] la,
    output reg s_spi_miso,
    input s_spi_mosi,
    input s_spi_clk,
    input s_spi_ss,
    output reg data_ready,
    output which_sweep_out
  );
  reg rst;
  reg sens_and_all_buf;
  reg which_sweep;
  reg sens_F_mask;
  reg sens_C_mask;
  reg sens_L_mask;
  reg sens_R_mask;
  reg all_ready;
  reg n_sens_F;
  reg n_sens_C;
  reg n_sens_L;
  reg n_sens_R;
  wire [1-1:0] M_reset_cond_out;
  reg [1-1:0] M_reset_cond_in;
  reset_conditioner reset_cond (
    .clk(clk),
    .in(M_reset_cond_in),
    .out(M_reset_cond_out)
  );
  wire [18-1:0] M_all_locktimer_count_out;
  wire [1-1:0] M_all_locktimer_out;
  wire [1-1:0] M_all_locktimer_mask_out;
  wire [1-1:0] M_all_locktimer_back_porch;
  wire [1-1:0] M_all_locktimer_front_porch;
  wire [1-1:0] M_all_locktimer_locked_out;
  reg [1-1:0] M_all_locktimer_sync_pulse;
  locktimer #(.WIDTH(5'h12), .PERIOD(15'h65ba), .DIV(3'h4), .DUTY_CYCLE(8'hdc)) all_locktimer (
    .clk(clk),
    .rst(rst),
    .sync_pulse(M_all_locktimer_sync_pulse),
    .count_out(M_all_locktimer_count_out),
    .out(M_all_locktimer_out),
    .mask_out(M_all_locktimer_mask_out),
    .back_porch(M_all_locktimer_back_porch),
    .front_porch(M_all_locktimer_front_porch),
    .locked_out(M_all_locktimer_locked_out)
  );
  wire [1-1:0] M_spi_out_miso;
  wire [1-1:0] M_spi_out_done;
  wire [8-1:0] M_spi_out_dout;
  reg [1-1:0] M_spi_out_ss;
  reg [1-1:0] M_spi_out_mosi;
  reg [1-1:0] M_spi_out_sck;
  reg [8-1:0] M_spi_out_din;
  spi_slave spi_out (
    .clk(clk),
    .rst(rst),
    .ss(M_spi_out_ss),
    .mosi(M_spi_out_mosi),
    .sck(M_spi_out_sck),
    .din(M_spi_out_din),
    .miso(M_spi_out_miso),
    .done(M_spi_out_done),
    .dout(M_spi_out_dout)
  );
  wire [8-1:0] M_spi_mem_out_byte;
  wire [4-1:0] M_spi_mem_addr_out;
  reg [1-1:0] M_spi_mem_reset_addr;
  reg [1-1:0] M_spi_mem_incr;
  reg [16-1:0] M_spi_mem_F;
  reg [16-1:0] M_spi_mem_C;
  reg [16-1:0] M_spi_mem_L;
  reg [16-1:0] M_spi_mem_R;
  reg [1-1:0] M_spi_mem_latch;
  spi_memory spi_mem (
    .clk(clk),
    .rst(rst),
    .reset_addr(M_spi_mem_reset_addr),
    .incr(M_spi_mem_incr),
    .F(M_spi_mem_F),
    .C(M_spi_mem_C),
    .L(M_spi_mem_L),
    .R(M_spi_mem_R),
    .latch(M_spi_mem_latch),
    .out_byte(M_spi_mem_out_byte),
    .addr_out(M_spi_mem_addr_out)
  );
  wire [18-1:0] M_cap_F_center_out;
  wire [1-1:0] M_cap_F_ready;
  reg [1-1:0] M_cap_F_signal;
  capture_center #(.WIDTH(5'h12)) cap_F (
    .clk(clk),
    .rst(rst),
    .counter(M_all_locktimer_count_out),
    .clr_ready(M_all_locktimer_out),
    .signal(M_cap_F_signal),
    .center_out(M_cap_F_center_out),
    .ready(M_cap_F_ready)
  );
  wire [18-1:0] M_cap_C_center_out;
  wire [1-1:0] M_cap_C_ready;
  reg [1-1:0] M_cap_C_signal;
  capture_center #(.WIDTH(5'h12)) cap_C (
    .clk(clk),
    .rst(rst),
    .counter(M_all_locktimer_count_out),
    .clr_ready(M_all_locktimer_out),
    .signal(M_cap_C_signal),
    .center_out(M_cap_C_center_out),
    .ready(M_cap_C_ready)
  );
  wire [18-1:0] M_cap_L_center_out;
  wire [1-1:0] M_cap_L_ready;
  reg [1-1:0] M_cap_L_signal;
  capture_center #(.WIDTH(5'h12)) cap_L (
    .clk(clk),
    .rst(rst),
    .counter(M_all_locktimer_count_out),
    .clr_ready(M_all_locktimer_out),
    .signal(M_cap_L_signal),
    .center_out(M_cap_L_center_out),
    .ready(M_cap_L_ready)
  );
  wire [18-1:0] M_cap_R_center_out;
  wire [1-1:0] M_cap_R_ready;
  reg [1-1:0] M_cap_R_signal;
  capture_center #(.WIDTH(5'h12)) cap_R (
    .clk(clk),
    .rst(rst),
    .counter(M_all_locktimer_count_out),
    .clr_ready(M_all_locktimer_out),
    .signal(M_cap_R_signal),
    .center_out(M_cap_R_center_out),
    .ready(M_cap_R_ready)
  );
  reg M_all_locktimer_out_q;
  always @(posedge clk) begin
    M_reset_cond_in = ~rst_n;
    rst = M_reset_cond_out;
    led = {M_all_locktimer_locked_out, 7'h00};
    spi_miso = 1'bz;
    spi_channel = 4'bzzzz;
    avr_rx = 1'bz;
    n_sens_F = !sens_F;
    n_sens_C = !sens_C;
    n_sens_L = !sens_L;
    n_sens_R = !sens_R;
    sens_and_all_buf = n_sens_F & n_sens_C & n_sens_L & n_sens_R;
    M_all_locktimer_sync_pulse = sens_and_all_buf;
    sens_F_mask = n_sens_F & M_all_locktimer_mask_out;
    sens_C_mask = n_sens_C & M_all_locktimer_mask_out;
    sens_L_mask = n_sens_L & M_all_locktimer_mask_out;
    sens_R_mask = n_sens_R & M_all_locktimer_mask_out;
    M_cap_F_signal = sens_F_mask;
    M_cap_C_signal = sens_C_mask;
    M_cap_L_signal = sens_L_mask;
    M_cap_R_signal = sens_R_mask;
    all_ready = (M_cap_F_ready & M_cap_C_ready & M_cap_L_ready & M_cap_R_ready) | M_all_locktimer_back_porch;
    M_spi_mem_incr = M_spi_out_done;
    M_spi_out_din = M_spi_mem_out_byte;
    M_spi_mem_latch = all_ready;
    data_ready = all_ready;
    M_spi_mem_reset_addr = !all_ready;
    M_spi_out_mosi = s_spi_mosi;
    M_spi_out_sck = s_spi_clk;
    M_spi_out_ss = s_spi_ss;
    s_spi_miso = M_spi_out_miso;
    M_spi_mem_F = M_cap_F_center_out[0+15-:16];
    M_spi_mem_C = M_cap_C_center_out[0+15-:16];
    M_spi_mem_L = M_cap_L_center_out[0+15-:16];
    M_spi_mem_R = M_cap_R_center_out[0+15-:16];
    la[0+0-:1] = sens_and_all_buf;
    la[1+0-:1] = M_all_locktimer_out;
    la[2+0-:1] = sens_F_mask;
    la[4+0-:1] = sens_C_mask;
    la[3+0-:1] = M_cap_F_ready;
    la[5+0-:1] = M_cap_C_ready;
    la[6+0-:1] = all_ready;
    la[7+0-:1] = M_all_locktimer_mask_out;
    if (M_all_locktimer_out && !M_all_locktimer_out_q)
    begin
        which_sweep = !which_sweep;
    end
    M_all_locktimer_out_q = M_all_locktimer_out;
  end
  assign which_sweep_out = which_sweep;
endmodule
module reset_conditioner (
    input clk,   
    input in,    
    output reg out   
  );
  parameter STAGES = 4;
  reg [STAGES - 1:0] stage;
  always @(posedge clk) begin
    if(in) begin
      stage <= {STAGES{1'b1}};
      out <= 1;
    end else begin
      stage <= {stage[STAGES-2:0],1'b0};
      out <= stage[STAGES-1];
    end
  end
endmodule
module spi_slave(
    input clk,
    input rst,
    input ss,
    input mosi,
    output miso,
    input sck,
    output done,
    input [7:0] din,
    output [7:0] dout
  );
  reg mosi_d, mosi_q;
  reg ss_d, ss_q;
  reg sck_d, sck_q;
  reg sck_old_d, sck_old_q;
  reg [7:0] data_d, data_q;
  reg done_d, done_q;
  reg [2:0] bit_ct_d, bit_ct_q;
  reg [7:0] dout_d, dout_q;
  reg miso_d, miso_q;
  assign miso = miso_q;
  assign done = done_q;
  assign dout = dout_q;
  always @(*) begin
    ss_d = ss;
    mosi_d = mosi;
    miso_d = miso_q;
    sck_d = sck;
    sck_old_d = sck_q;
    data_d = data_q;
    done_d = 1'b0;
    bit_ct_d = bit_ct_q;
    dout_d = dout_q;
    if (ss_q) begin                            
      bit_ct_d = 3'b0;                         
      data_d = din;                            
      miso_d = data_q[7];                      
    end else begin                             
      if (!sck_old_q && sck_q) begin           
        data_d = {data_q[6:0], mosi_q};        
        bit_ct_d = bit_ct_q + 1'b1;            
        if (bit_ct_q == 3'b111) begin          
          dout_d = {data_q[6:0], mosi_q};      
          done_d = 1'b1;                       
          data_d = din;                        
        end
      end else if (sck_old_q && !sck_q) begin  
        miso_d = data_q[7];                    
      end
    end
  end
  always @(posedge clk) begin
    if (rst) begin
      done_q <= 1'b0;
      bit_ct_q <= 3'b0;
      dout_q <= 8'b0;
      miso_q <= 1'b1;
    end else begin
      done_q <= done_d;
      bit_ct_q <= bit_ct_d;
      dout_q <= dout_d;
      miso_q <= miso_d;
    end
    sck_q <= sck_d;
    mosi_q <= mosi_d;
    ss_q <= ss_d;
    data_q <= data_d;
    sck_old_q <= sck_old_d;
  end
endmodule
module spi_memory (
    input clk,   
    input rst,   
    input reset_addr,
    input incr,
    input [15 : 0] F,
    input [15 : 0] C,
    input [15 : 0] L,
    input [15 : 0] R,
    input latch,
    output [7:0] out_byte,
    output [3:0] addr_out
  );
  parameter LENGTH = 8;
  integer i;
  wire [7 : 0] bytes [7:0];
  reg [7 : 0] bytes_latched [7:0];
  reg [3:0] addr;
  reg latch_d;
  assign addr_out = addr;
  reg incr_d;
  assign bytes[1] = F[15:8];
  assign bytes[0] = F[7:0];
  assign bytes[3] = C[15:8];
  assign bytes[2] = C[7:0];
  assign bytes[5] = L[15:8];
  assign bytes[4] = L[7:0];
  assign bytes[7] = R[15:8];
  assign bytes[6] = R[7:0];
  always @(posedge clk) begin
    if (rst || reset_addr) begin
      addr <= 0;
      incr_d <= 0;
      latch_d <= 0;
    end else begin
      if (incr && !incr_d) begin
        addr <= (((addr + 1) == LENGTH) ? (0) : (addr + 1));
      end
      if (!latch_d && latch) begin
        for (i = 0; i < 8; i = i + 1) begin
          bytes_latched[i] <= bytes[i];
        end
      end
    end
    incr_d <= incr;
    latch_d <= latch;
  end
  assign out_byte = bytes_latched[addr];
endmodule
==> run.sh <==
#!/bin/bash
# OpenROAD 26Q1-2900-gdf79404cd8, Yosys 0.63+post, stock flow scripts
make -C /OpenROAD-flow-scripts/flow DESIGN_CONFIG=/design/flow/config.mk WORK_HOME=/design/flow/orfs finish
==> config.mk <==
export PLATFORM = sky130hd
export DESIGN_NAME = mojo_top
export DESIGN_NICKNAME = mojo_top
export VERILOG_FILES = /design/flow/design.v
export SDC_FILE = /design/flow/constraint.sdc
export NUM_CORES = 4
export LEC_CHECK = 1
export CORE_UTILIZATION = 40
==> constraint.sdc <==
current_design mojo_top

set clk_period 10.1
set clk_io_pct 0.2

create_clock -name clk0 -period $clk_period [get_ports {clk}]

set non_clock_inputs [all_inputs -no_clocks]
set_input_delay [expr $clk_period * $clk_io_pct] -clock clk0 $non_clock_inputs
set_output_delay [expr $clk_period * $clk_io_pct] -clock clk0 [all_outputs]
==> results.json <==
{
  "drive_above_1_share": 0.0823,
  "yosysChipArea_um2": 19300,
  "chip_area_um2": 49100,
  "grt-ovfl-total": 0,
  "grt_use_total": 0.168,
  "p_leak_nw": 8.15,
  "drt_iter0_drc": 665,
  "cts_tree": "built",
  "ys_sh_xor": 0.0436,
  "synthFlopType": "dfxtp_1",
  "cp-end-kind": "flip-flop",
  "final_core_util": 0.456,
  "cts_max_path_buffers": 3,
  "min_period_ps": 4390,
  "ys_sh_mux": 0.0232,
  "cp.required_ps": 10410,
  "routed_via_density": 5.16,
  "setup_viol": 0,
  "post_cts_buffers": 0,
  "worstSetupPathType": "flip-flop to flip-flop",
  "placed_cell_area_um2": 20200,
  "slew_viol_final": 0,
  "netlist_instances": 1791,
  "routedWlPerCell_um": 15.7,
  "finalCritPeriodShare": 0.435,
  "stdcell_count": 2474,
  "place.port_buffers": 20,
  "ys_warn_count": 10,
  "grt_max_degree": 65,
  "cts_root_buf": "clkbuf_16",
  "clk_latency_ps": 590,
  "place_inst": 2388,
  "fmaxAchievable_mhz": 228,
  "maxSlewHeadroom": 0.339,
  "edf_count": 213,
  "ys_sh_simple": 0.145,
  "warning_count": 41,
  "critPathArrivalTime_ps": 4710,
  "fin_worst_skew_ps": 34.3,
  "critical_path.max_fanout": 6,
  "seq_area_frac_synth": 0.555,
  "route.vias.total": 12800,
  "synth_area_um2": 19300,
  "synthDistinctLibCells": 74,
  "cts.sinks": 428,
  "top_cell": "dfxtp_1",
  "post-dp-hpwl_um": 26600,
  "cts_inserted_buffers": 46,
  "cts_resized": 0,
  "stdcell_area_um2": 21700,
  "power_density_nw_per_um2": 164,
  "synth.top_cell.area_share": 0.332,
  "chipWidth_um": 222,
  "htree_levels": 2,
  "aoi_share": 0.131,
  "avgSynthCellArea_um2": 10.8,
  "antenna_found_initial": 1,
  "drv_cap": 0,
  "fp_util": 0.405,
  "synthArstFlopShare": 0,
  "final_antenna_net_count": 0,
  "top_cells_by_area": "edfxtp_1, dfxtp_1, ha_1",
  "hold_path.class": "flip-flop to flip-flop",
  "largest_area_cell": "edfxtp_1",
  "core-area_um2": 47600,
  "cts.hold.buffers_added": 0,
  "n_antenna_cell": 0,
  "synthAdderAreaFrac": 0.0724,
  "ys_ff": 428,
  "fin_ws_ps": 5710,
  "routed_wl_um": 38900,
  "hold_violations": 0,
  "die_y_um": 222,
  "status": "finished clean",
  "first_pass_iters": 7,
  "pin_count": 40,
  "yosys-top-cells-count": "dfxtp_1, edfxtp_1, nand2_1",
  "layout-area-overhead-vs-synth_pct": 12.8,
  "ys_cells": 1791,
  "worst_pin_slew_ps": 967,
  "rsz0062_at_grt": "false",
  "tns_ps": 0,
  "routabilityCongestion": 0.891,
  "critPathLaunchType": "flip-flop",
  "rows": 80,
  "grt_pass1_vias": 12200,
  "ir_worst_vdd_mv": 0.115,
  "synthTopLogicFamily": "simple AND/OR/NAND/NOR gates",
  "grt_pass1_wl_um": 63000,
  "dp_slack_ps": 5740,
  "clk_pin_slew_ps": 60,
  "drcViolationCount": 0
}
## worst paths after layout
path / startpoint / slack (ps) / to / cells after the start
hold / removal: reset_cond.out / 330 / rst / 0
setup / recovery: all_locktimer.cz_count[0] / 5710 / all_locktimer.phase_offset[17] / 15
setup reg to reg: all_locktimer.cz_count[0] / 5710 / all_locktimer.phase_offset[17] / 15
hold reg to reg: reset_cond.out / 330 / rst / 0
## sequential cells by signal, indices dropped and copies added (netlist names), 17 cells and up
| name | count |
|---|---|
| cap_L.center_buffer | 17 |
| all_locktimer.phase_offset | 18 |
| all_locktimer.fz_count | 18 |
| all_locktimer.cz_count | 18 |
| cap_F.center_buffer | 17 |
| all_locktimer.count | 18 |
| all_locktimer.bz_count | 18 |
| cap_C.center_buffer | 17 |
| spi_mem.bytes_latched | 64 |
| cap_R.center_buffer | 17 |
## cell type report
class,count,area (um^2)
fill,4229,25900
sequential,428,10700
multi-input combinational,1242,8080
clock buffer,68,1370
tap,615,769
timing repair buffer,47,403
clock inverter,18,210
inverter,56,210
## cells by family (layout without fill, tap and decap cells)
kind of cell	count (synthesis)	count (layout)
AND-OR/OR-AND	393	393
XOR/XNOR	96	96
adder cells (fa/ha/maj)	108	108
buffers and inverters	133	189
flip-flops	428	428
multiplexers	43	43
other	1	13
AND/OR/NAND/NOR	589	589
## cells in the final DEF (no fill, tap or decap), types with 24 or more instances in the layout
cell type	n
xor2_1	25
clkbuf_16	50
a21oi_1	142
dfxtp_1	214
a211oi_1	24
inv_1	56
nand3_1	55
nor2_1	132
mux2i_1	29
edfxtp_1	213
nor3_1	47
buf_4	27
xnor2_1	71
ha_1	102
o21ai_0	80
nand2_1	204
and3_1	25
## critical path: stages, from the launching register on
cell and delay [ps]:
edfxtp_1 430, inv_1 100, ha_1 140, or4b_2 580, nor3_1 200, nand4_1 370
ha_1 440, a21o_1 110, a21oi_1 120, o41ai_4 260, a21o_1 180, nand3_2 90
or4b_4 530, nor3b_4 280, nand4_1 150, xnor2_1 140
## report_power, final
group / internal, mW / switching [mW]
registers: 1.82 / 0.00404
logic: 0.0172 / 0.0211
clock network: 1.00 / 0.698
## metrics by stage
stage | hold slack, ps | power (mW)
floorplan | 310 | 1.89
global placement | 314 | 1.90
detailed placement | 315 | 1.90
CTS | 330 | 3.61
global route | 340 | 3.68
finish | 329 | 3.56
## routing by layer
metal / GRT usage / share of wire
met1: 0.256 / 0.47
met5: 0 / 0
met2: 0.251 / 0.44
met4: 0.0444 / 0.028
met3: 0.0413 / 0.060
Power and IR drop assume default switching activity.
